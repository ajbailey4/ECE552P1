`config.mk`:
```
export PLATFORM = sky130hd
export DESIGN_NAME = Control
export DESIGN_NICKNAME = Control
export VERILOG_FILES = /design/flow/design.v
export SDC_FILE = /design/flow/constraint.sdc
export NUM_CORES = 4
export LEC_CHECK = 1
export CORE_AREA = 10 10 70 70
export DIE_AREA = 0 0 80 80
```
`constraint.sdc`:
```
current_design Control

set clk_period 1.0
set clk_io_pct 0.2

create_clock -name clk0 -period $clk_period

set non_clock_inputs [all_inputs -no_clocks]
set_input_delay [expr $clk_period * $clk_io_pct] -clock clk0 $non_clock_inputs
set_output_delay [expr $clk_period * $clk_io_pct] -clock clk0 [all_outputs]
```
`design.v`:
```
module Control(Instruction, RegWrite, ALUSrc, 
    MemWrite, MemtoReg, MemRead, Branch, PCStore, LxB, Br, hlt, sw);
    input [3:0] Instruction;
    output RegWrite, MemWrite, MemtoReg, MemRead, Branch, ALUSrc, LxB, PCStore, Br, hlt, sw;  
    assign RegWrite = (~Instruction[3] | 
        (Instruction[3] & ~Instruction[2] & ~Instruction[1] & ~Instruction[0]) | 
        (Instruction[3] & ~Instruction[2] & Instruction[1] & ~Instruction[0]) |
        (Instruction[3] & ~Instruction[2] & Instruction[1] & Instruction[0]) | 
        (Instruction[3] & Instruction[2] & Instruction[1] & ~Instruction[0]));
    assign MemWrite = (Instruction[3] & ~Instruction[2] & ~Instruction[1] & Instruction[0]);
    assign sw = (Instruction[3] & ~Instruction[2] & ~Instruction[1] & Instruction[0]);
    assign MemRead = (Instruction[3] & ~Instruction[2] & ~Instruction[1] & ~Instruction[0]);
    assign MemtoReg = (Instruction[3] & ~Instruction[2] & ~Instruction[1] & ~Instruction[0]);
    assign Branch = (Instruction[3] & Instruction[2] & ~Instruction[1]);
    assign ALUSrc = ((~Instruction[3] & Instruction[2] & ~Instruction[1])|
        (~Instruction[3] & Instruction[2] & Instruction[1] & ~Instruction[0])|
        (Instruction[3]));
    assign LxB = (Instruction[3] & ~Instruction[2] & Instruction[1]);
    assign PCStore = (Instruction[3] & Instruction[2]);
    assign Br = Instruction[0];
    assign hlt = &Instruction;
endmodule
```
`run.sh`:
```
#!/bin/bash
# OpenROAD 26Q1-2900-gdf79404cd8, Yosys 0.63+post, stock flow scripts
make -C /OpenROAD-flow-scripts/flow DESIGN_CONFIG=/design/flow/config.mk WORK_HOME=/design/flow/orfs finish
```
==> impl_results.html <==
<h2>Implementation results</h2>
<table>
<tr><th>Metric</th><th>Value</th></tr>
<tr><th colspan="2">Run status</th></tr>
<tr><td>Run status</td><td>finished, final reports clean</td></tr>
<tr><th colspan="2">Finish</th></tr>
<tr><td>Flip-flops</td><td>0</td></tr>
<tr><td>Register cell area after layout</td><td>0 um^2</td></tr>
<tr><td>Share of post-route cells with drive strength above 1</td><td>73.3%</td></tr>
<tr><td>Core Util, Final</td><td>under 10%</td></tr>
<tr><td>Comb. cell area</td><td>106 um^2</td></tr>
<tr><td>P&amp;R area growth vs syn</td><td>210%</td></tr>
<tr><td>Design Area, Final</td><td>310 um^2</td></tr>
<tr><td>Filler instances</td><td>409</td></tr>
<tr><td>Final-layout clock buffer total</td><td>0</td></tr>
<tr><td>Final Instance Count excl. Fillers</td><td>76</td></tr>
<tr><th colspan="2">GRT</th></tr>
<tr><td>Overflow left after global routing</td><td>0</td></tr>
<tr><td>Global-route wire length before repair</td><td>around 800 um</td></tr>
<tr><td>Number of global-route vias before repair</td><td>148</td></tr>
<tr><td>Maximum number of pins on one net before global-route repair</td><td>8</td></tr>
<tr><td>Antenna violations before repair</td><td>0</td></tr>
<tr><td>Total track usage</td><td>1.48%</td></tr>
<tr><th colspan="2">STA</th></tr>
<tr><td>Slew of the pin with the lowest slew margin</td><td>197 ps</td></tr>
<tr><td>Total negative slack</td><td>0 ps</td></tr>
<tr><td>Post-route setup slack</td><td>33.6 ps</td></tr>
<tr><td>RSZ-0062 raised after global routing</td><td>no</td></tr>
<tr><td>Period Utilization, post-route</td><td>96.6%</td></tr>
<tr><td>Setup violation total in the final timing report</td><td>0</td></tr>
<tr><td>Min Tclk post-route</td><td>966 ps</td></tr>
<tr><td>WHS</td><td>~630 ps</td></tr>
<tr><td>Max-Slew Margin vs Limit</td><td>between 80 and 90%</td></tr>
<tr><td>Top achievable clock speed</td><td>around 1.0 GHz</td></tr>
<tr><td>Final hold violation count</td><td>0</td></tr>
<tr><td>Final tally of max-slew violations</td><td>0</td></tr>
<tr><th colspan="2">Worst setup path</th></tr>
<tr><td>Worst endpoint required time</td><td>800 ps</td></tr>
<tr><td>Max Fanout on Critical Path</td><td>6</td></tr>
<tr><td>Crit-path cells</td><td>buf_6 -&gt; clkdlybuf4s50_1</td></tr>
<tr><td>CP arrival</td><td>770 ps</td></tr>
<tr><td>Slowest-stage cell, CP</td><td>sky130_fd_sc_hd__clkdlybuf4s50_1</td></tr>
<tr><td>Critical path depth in cells</td><td>2</td></tr>
<tr><td>Category of the most critical setup path</td><td>in -&gt; out</td></tr>
<tr><td>Top delay family on crit path</td><td>buffers and inverters</td></tr>
<tr><td>Number of buffer and inverter instances along the worst setup path</td><td>2</td></tr>
<tr><td>Element type at the critical path end</td><td>primary output</td></tr>
<tr><td>Max incr delay on CP</td><td>470 ps</td></tr>
<tr><td>Type of origin of the critical path</td><td>input pin</td></tr>
<tr><th colspan="2">Yosys</th></tr>
<tr><td>Commonest cells in the synthesized netlist</td><td>3 x sky130_fd_sc_hd__buf_4, 3 x sky130_fd_sc_hd__nor2_1, 2 x sky130_fd_sc_hd__inv_1, 2 x sky130_fd_sc_hd__nand2_1</td></tr>
<tr><td>Dominant cell area share</td><td>22.5%</td></tr>
<tr><td>Summed standard-cell area reported by yosys</td><td>100 um^2</td></tr>
<tr><td>Count of warnings emitted by yosys</td><td>0</td></tr>
<tr><td>Syn Std Cell Area</td><td>100 um^2</td></tr>
<tr><td>Number of different library cells in the post-synthesis netlist</td><td>10</td></tr>
<tr><td>Cell count after synthesis</td><td>16</td></tr>
<tr><td>Top area cells in the synthesized netlist</td><td>sky130_fd_sc_hd__buf_4 22%, sky130_fd_sc_hd__nor4b_2 15%, sky130_fd_sc_hd__nor2_1 11%</td></tr>
<tr><td>Yosys top cell by area</td><td>sky130_fd_sc_hd__buf_4</td></tr>
<tr><td>Number of cells in the yosys synthesis report</td><td>16</td></tr>
<tr><td>Portion of the post-synthesis area used by sequential elements</td><td>0%</td></tr>
<tr><td>Avg Inst Size Synth</td><td>6.26 um^2</td></tr>
<tr><th colspan="2">Routing</th></tr>
<tr><td>Avg WL per Cell</td><td>7.00 um</td></tr>
<tr><td>Count of nets left with antenna violations after detail routing</td><td>0</td></tr>
<tr><td>Drc violations</td><td>0</td></tr>
<tr><td>Antenna Diode Count</td><td>0</td></tr>
<tr><td>First-pass iteration count of the detailed router</td><td>1</td></tr>
<tr><td>Average vias per placed instance</td><td>2.05</td></tr>
<tr><td>Initial DRC Count</td><td>0</td></tr>
<tr><td>Total via count in the routed design</td><td>156</td></tr>
<tr><td>Total detailed-routing wirelength</td><td>532 um</td></tr>
<tr><th colspan="2">Power</th></tr>
<tr><td>Pwr dens</td><td>299 mW/mm^2</td></tr>
<tr><td>Static leakage</td><td>between 0.1 and 0.15 nW</td></tr>
<tr><td>VDD IR-drop max</td><td>between 0.00003 and 0.00004 V</td></tr>
<tr><td>Post-route total power</td><td>a little over 0.09 mW</td></tr>
<tr><th colspan="2">Clock network</th></tr>
<tr><td>Count of hold buffers inserted by post-cts repair</td><td>0</td></tr>
<tr><th colspan="2">Floorplanning</th></tr>
<tr><td>Fraction of the core area occupied by cells at floorplan</td><td>2.93%</td></tr>
<tr><td>Area of the core</td><td>0.00342 mm^2</td></tr>
<tr><td>Standard-cell row count</td><td>21</td></tr>
<tr><td>Die extent in x</td><td>80 um</td></tr>
<tr><td>Chip area</td><td>0.00640 mm^2</td></tr>
<tr><td>Die height</td><td>80 um</td></tr>
<tr><td>Count of pins on the block boundary</td><td>15</td></tr>
<tr><th colspan="2">Worst hold path</th></tr>
<tr><td>Worst hold path stage count</td><td>3</td></tr>
<tr><td>Worst min path class</td><td>in -&gt; out</td></tr>
<tr><th colspan="2">Place</th></tr>
<tr><td>Number of buffer cells added on primary ports</td><td>15</td></tr>
<tr><td>Routability Congestion</td><td>roughly 0.76</td></tr>
<tr><td>Setup Slack @ Placement</td><td>-831 ps</td></tr>
<tr><td>Cell area reported after detailed placement</td><td>around 290 um^2</td></tr>
<tr><td>HPWL after DPL</td><td>454 um</td></tr>
<tr><td>Placed insts</td><td>between 70 and 80</td></tr>
<tr><th colspan="2">Run</th></tr>
<tr><td>OpenROAD warning count</td><td>33</td></tr>
<tr><td>Total of max-cap violations</td><td>0</td></tr>
</table>
-- final timing paths --
kind,startpoint,endpoint,slack (ps)
setup / recovery,Instruction[0],Br,30
hold / removal,Instruction[1],MemtoReg,630
-- power by group --
part	switching (mW)	internal, mW
Combinational	0.0376	0.0551
Clock	0	0
Sequential	0	0
-- cells by family (layout without fill, tap and decap cells) --
family / Yosys count / after routing / share of synthesized area (%)
buf+inv: 5 / 19 / 30.0
simple gates: 9 / 9 / 52.5
compound gates: 2 / 2 / 17.5
-- placed cells by master, fill, tap and decap left out, types with 2 or more instances in the layout --
cell type / Yosys / layout
sky130_fd_sc_hd__dlygate4sd2_1: 0 / 2
sky130_fd_sc_hd__inv_2: 0 / 2
sky130_fd_sc_hd__nor2_1: 3 / 2
sky130_fd_sc_hd__buf_2: 0 / 4
sky130_fd_sc_hd__buf_8: 0 / 2
sky130_fd_sc_hd__buf_6: 0 / 3
sky130_fd_sc_hd__clkbuf_2: 0 / 4
-- what timing repair did --
action | 4_1_cts | 5_1_grt
buffers inserted | 1 | 0
pin swaps | 6 | 1
setup endpoints to repair | 11 | 8
gates resized | 47 | 15
-- routing by layer --
| layer | global-route usage, % | up-vias | wire length [um] |
|---|---|---|---|
| met5 | 0 | - | 0 |
| met4 | 0 | 0 | 0 |
| met2 | 2.17 | 11 | 224 |
| met3 | 0.568 | 0 | 95 |
| li1 | - | 80 | - |
| met1 | 2.11 | 65 | 212 |
-- area by class of cell --
| class | count | share of cell area, % |
|---|---|---|
| inverters | 2 | 2.42 |
| repair buffers | 17 | 44.8 |
| well taps | 46 | 18.5 |
| multi-input cells | 11 | 34.3 |
Power is estimated from default activity; no workload was simulated.
