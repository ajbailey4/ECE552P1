===== run.sh =====
#!/bin/bash
# OpenROAD 26Q1-2900-gdf79404cd8, Yosys 0.63+post, stock flow scripts
make -C /OpenROAD-flow-scripts/flow DESIGN_CONFIG=/design/flow/config.mk WORK_HOME=/design/flow/orfs finish

===== config.mk =====
export PLATFORM = sky130hd
export DESIGN_NAME = ALU
export DESIGN_NICKNAME = ALU
export VERILOG_FILES = /design/flow/design.v
export SDC_FILE = /design/flow/constraint.sdc
export NUM_CORES = 4
export LEC_CHECK = 1
export CORE_UTILIZATION = 40

===== constraint.sdc =====
current_design ALU

set clk_period 23.5
set clk_io_pct 0.2

create_clock -name clk0 -period $clk_period [get_ports {clk}]

set non_clock_inputs [all_inputs -no_clocks]
set_input_delay [expr $clk_period * $clk_io_pct] -clock clk0 $non_clock_inputs
set_output_delay [expr $clk_period * $clk_io_pct] -clock clk0 [all_outputs]

===== design.v =====
module ALU (clk, rst, ALU_Out, ALU_In1, ALU_In2, Opcode, N_Flag, Z_Flag, V_Flag);
    input [15:0] ALU_In1, ALU_In2;
    input [3:0] Opcode;
    input clk, rst;
    output reg [15:0] ALU_Out;
    output N_Flag, Z_Flag, V_Flag;
    wire [15:0] sum;
    wire ovfl;
    wire [15:0] shift_output;
    wire N_In, Z_In, V_In, Z_Out;
    reg Z;
    reg [2:0] NZV_wen;
    wire [15:0] RR_output;
    wire [15:0] Mem_output;
    wire [15:0] pas_output;
    wire [15:0] RED_output;
    RED reduction(.A(ALU_In1),.B(ALU_In2),.Out(RED_output));
    cla_16bit cla(.a(ALU_In1), .b(ALU_In2), .sub(Opcode[0]), .sum(sum), .cout(), .N(N_In), .Z(Z_Out), .V(V_In));
    Shifter shift(.Shift_In(ALU_In1), .Shift_Val(ALU_In2[3:0]), .Shift_Out(shift_output), .Mode(Opcode[0]));
    RightRot rr(.RR_In(ALU_In1), .RR_Amt(ALU_In2[3:0]), .RR_Out(RR_output));
    PADDSB pas(.regT(ALU_In1), .regS(ALU_In2), .regD(pas_output));
    dff N_dff(.q(N_Flag), .d(N_In), .wen(NZV_wen[2]), .clk(clk), .rst(rst));
    dff Z_dff(.q(Z_Flag), .d(Z_In), .wen(NZV_wen[1]), .clk(clk), .rst(rst));
    dff V_dff(.q(V_Flag), .d(V_In), .wen(NZV_wen[0]), .clk(clk), .rst(rst));
    Mem_Instr mem(.baseReg(ALU_In1), .offset(ALU_In2[3:0]), .addr_out(Mem_output));
    assign Z_In = (Opcode[3:1] == 3'b000) ? Z_Out : Z;
    always @* case (Opcode)
        4'b0000: begin  
            ALU_Out = sum;
            NZV_wen = 3'b111;
        end
        4'b0001: begin  
            ALU_Out = sum;
            NZV_wen = 3'b111;
        end
        4'b0010: begin  
            ALU_Out = ALU_In1 ^ ALU_In2;
            NZV_wen = 3'b010;
            Z = (ALU_Out == 16'd0) ? 1'b1 : 1'b0;
        end
        4'b0011: begin  
            ALU_Out = RED_output;
            NZV_wen = 3'b000;
        end
        4'b0100: begin  
            ALU_Out = shift_output;
            NZV_wen = 3'b010;
            Z = (ALU_Out == 16'd0) ? 1'b1 : 1'b0;
        end
        4'b0101: begin  
            ALU_Out = shift_output;
            NZV_wen = 3'b010;
            Z = (ALU_Out == 16'd0) ? 1'b1 : 1'b0;
        end
        4'b0110: begin  
            ALU_Out = RR_output;
            NZV_wen = 3'b010;
            Z = (ALU_Out == 16'd0) ? 1'b1 : 1'b0;
        end
        4'b0111: begin  
            ALU_Out = pas_output;
            NZV_wen = 3'b000;
        end
        4'b1000: begin  
            ALU_Out = Mem_output;
            NZV_wen = 3'b000;
        end
        4'b1001: begin  
            ALU_Out = Mem_output;
            NZV_wen = 3'b000;
        end
        4'b1010: begin  
            ALU_Out = ((ALU_In1 & 16'hFF00) | {8'd0, ALU_In2[7:0]});
            NZV_wen = 3'b000;
        end
        4'b1011: begin  
            ALU_Out = ((ALU_In1 & 16'h00FF) | {ALU_In2[7:0], 8'd0});
            NZV_wen = 3'b000;
        end
        4'b1100: begin  
            ALU_Out = 16'hxxxx;
            NZV_wen = 3'b000;
        end
        4'b1101: begin  
            ALU_Out = 16'hxxxx;
            NZV_wen = 3'b000;
        end
        4'b1110: begin  
            ALU_Out = 16'hxxxx;
            NZV_wen = 3'b000;
        end
        4'b1111: begin  
            ALU_Out = 16'hxxxx;
            NZV_wen = 3'b000;
        end
        default: begin
            ALU_Out = 16'hxxxx;
            NZV_wen = 3'b000;
        end
    endcase
endmodule
module Mem_Instr(
    input [15:0] baseReg, 
    input signed [3:0] offset,
    output [15:0] addr_out
);
    wire [15:0] regHold = baseReg & 16'hFFFE;
    wire [15:0] signExtended = ({{12{offset[3]}}, offset} << 1);
    cla_16bit cla(
        .a(regHold), 
        .b(signExtended), 
        .sub(1'b0), 
        .sum(addr_out), 
        .cout(), 
        .N(),
        .Z(),
        .V()
    );
endmodule
module PADDSB(
    input [15:0] regT,
    input [15:0] regS,
    output [15:0] regD
);
wire [3:0] first, second, third, fourth;
wire ovfl1, ovfl2, ovfl3, ovfl4;
cla_4bit cla1(.a(regT[15:12]), .b(regS[15:12]), .sum(first), .cin(1'b0), .sub(1'b0), .cout(ovfl1), .sat(1'b1));
cla_4bit cla2(.a(regT[11:8]), .b(regS[11:8]), .sum(second), .cin(1'b0), .sub(1'b0), .cout(ovfl2), .sat(1'b1));
cla_4bit cla3(.a(regT[7:4]), .b(regS[7:4]), .sum(third), .cin(1'b0), .sub(1'b0), .cout(ovfl3), .sat(1'b1));
cla_4bit cla4(.a(regT[3:0]), .b(regS[3:0]), .sum(fourth), .cin(1'b0), .sub(1'b0), .cout(ovfl4), .sat(1'b1));
assign regD = {first, second, third, fourth};
endmodule
module RED(
    input [15:0] A,
    input [15:0] B,
    output [15:0] Out
);
wire [8:0] upper, lower;
wire [11:0] upper_ext, lower_ext;
wire [12:0] final_out;
wire u0_cout, l0_cout, f0_cout, f1_cout;
cla_4bit cla_u0(.a(A[11:8]), .b(B[11:8]), .cin(1'b0), .sub(1'b0), .sat(1'b0), .sum(upper[3:0]), .cout(u0_cout));
cla_4bit cla_u1(.a(A[15:12]), .b(B[15:12]), .cin(u0_cout), .sub(1'b0), .sat(1'b0), .sum(upper[7:4]), .cout(upper[8]));
cla_4bit cla_l0(.a(A[3:0]), .b(B[3:0]), .cin(1'b0), .sub(1'b0), .sat(1'b0), .sum(lower[3:0]), .cout(l0_cout));
cla_4bit cla_l1(.a(A[7:4]), .b(B[7:4]), .cin(l0_cout), .sub(1'b0), .sat(1'b0), .sum(lower[7:4]), .cout(lower[8]));
assign upper_ext = {{3{upper[8]}}, upper};
assign lower_ext = {{3{lower[8]}}, lower};
cla_4bit cla_f0(.a(upper_ext[3:0]), .b(lower_ext[3:0]), .cin(1'b0), .sub(1'b0), .sat(1'b0), .sum(final_out[3:0]), .cout(f0_cout));
cla_4bit cla_f1(.a(upper_ext[7:4]), .b(lower_ext[7:4]), .cin(f0_cout), .sub(1'b0), .sat(1'b0), .sum(final_out[7:4]), .cout(f1_cout));
cla_4bit cla_f2(.a(upper_ext[11:8]), .b(lower_ext[11:8]), .cin(f1_cout), .sub(1'b0), .sat(1'b0), .sum(final_out[11:8]), .cout(final_out[12]));
assign Out = {{3{final_out[12]}}, final_out};
endmodule
module RightRot(
    input [15:0] RR_In, 
    input [3:0] RR_Amt,
    output [15:0] RR_Out
);
wire [15:0] RR_1 = RR_Amt[0] ? {RR_In[0], RR_In[15:1]} : RR_In;
wire [15:0] RR_2 = RR_Amt[1] ? {RR_1[1:0], RR_1[15:2]} : RR_1;
wire [15:0] RR_3 = RR_Amt[2] ? {RR_2[3:0], RR_2[15:4]} : RR_2;
wire [15:0] RR_4 = RR_Amt[3] ? {RR_3[7:0], RR_3[15:8]} : RR_3;
assign RR_Out = RR_4;
endmodule
module Shifter (Shift_Out, Shift_In, Shift_Val, Mode);
	input[15:0] Shift_In;
	input[3:0] Shift_Val;
	input Mode;  
	output[15:0] Shift_Out;
		wire [15:0] shift8 = Shift_In >> 8;
	wire [15:0] bit3 = Shift_Val[3] ? (Mode ? {{8{shift8[7]}}, shift8[7:0]} : (Shift_In << 8)) : Shift_In;
		wire [15:0] shift4 = bit3 >> 4;
	wire [15:0] bit2 = Shift_Val[2] ? (Mode ? {{4{shift4[11]}}, shift4[11:0]} : (bit3 << 4)) : bit3;
		wire [15:0] shift2 = bit2 >> 2;
	wire [15:0] bit1 = Shift_Val[1] ? (Mode ? {{2{shift2[13]}}, shift2[13:0]} : (bit2 << 2)) : bit2;
		wire [15:0] shift1 = bit1 >> 1;
	wire [15:0] bit0 = Shift_Val[0] ? (Mode ? {shift1[14], shift1[14:0]} : (bit1 << 1)) : bit1;
	assign Shift_Out = bit0;
endmodule
module cla_16bit(
    input [15:0] a,
    input [15:0] b,
    input sub,
    output signed [15:0] sum,
    output cout,
    output N,
    output Z,
    output V
);
    wire [15:0] g, p, b_xor_sub;
    wire [16:0] c;
    wire [15:0] result; 
    assign b_xor_sub = sub ? ~b : b;
    assign g = a & b_xor_sub;
    assign p = a ^ b_xor_sub;
    assign c[0] = sub;
    assign c[1] = g[0] | (p[0] & c[0]);
    assign c[2] = g[1] | (p[1] & c[1]);
    assign c[3] = g[2] | (p[2] & c[2]);
    assign c[4] = g[3] | (p[3] & c[3]);
    assign c[5] = g[4] | (p[4] & c[4]);
    assign c[6] = g[5] | (p[5] & c[5]);
    assign c[7] = g[6] | (p[6] & c[6]);
    assign c[8] = g[7] | (p[7] & c[7]);
    assign c[9] = g[8] | (p[8] & c[8]);
    assign c[10] = g[9] | (p[9] & c[9]);
    assign c[11] = g[10] | (p[10] & c[10]);
    assign c[12] = g[11] | (p[11] & c[11]);
    assign c[13] = g[12] | (p[12] & c[12]);
    assign c[14] = g[13] | (p[13] & c[13]);
    assign c[15] = g[14] | (p[14] & c[14]);
    assign c[16] = g[15] | (p[15] & c[15]);
    assign result = p ^ c[15:0];
    assign cout = c[16];
    assign sum = result[15] ? ((~a[15] & ~b[15]) ? 16'h7FFF : result)
        : ((a[15] & b[15]) ? 16'h8000 : result);
    assign V = result[15] ? (~a[15] & ~b[15]) : (a[15] & b[15]);
    assign N = sum[15];
    assign Z = (sum == 0);
    assign cout = c[16];
endmodule
module cla_4bit(
    input [3:0] a,
    input [3:0] b,
    input cin,
    input sub,
    input sat,
    output signed [3:0] sum,
    output cout
);
    wire [3:0] g, p, b_xor_sub;
    wire [4:0] c;
    wire [3:0] result;
    assign b_xor_sub = sub ? ~b : b;
    assign g = a & b_xor_sub;
    assign p = a ^ b_xor_sub;
    assign c[0] = cin | sub;
    assign c[1] = g[0] | (p[0] & c[0]);
    assign c[2] = g[1] | (p[1] & c[1]);
    assign c[3] = g[2] | (p[2] & c[2]);
    assign c[4] = g[3] | (p[3] & c[3]);
    assign result = p ^ c[3:0];
    assign cout = c[4];
    assign  sum = (sat) ? ((result[3]) ?  ((~a[3] & ~b[3]) ? 4'b0111 : result) : ((a[3] & b[3]) ? 4'b1000 : result)) : result;
endmodule
module dff(q, d, wen, clk, rst);
    output         q;  
    input          d;  
    input 	   wen;  
    input          clk;  
    input          rst;  
    reg            state;
    assign q = state;
    always @(posedge clk) begin
      state = rst ? 0 : (wen ? d : state);
    end
endmodule

==> metrics.log <==
[flow] summary of implementation run
INFO  metric met1_length = 9890 um
INFO  metric drt_wl_total = 25300 um
INFO  metric synth.top_cells.by_count = 78 x a21oi_1, 63 x nor2_1, 59 x fa_1
INFO  metric routed_wire_length_per_instance = 27.0 um
INFO  metric postRouteAntennaNets = 0
INFO  metric vias_per_cell = 6.85
INFO  metric yosys.cell_types.count = 78
INFO  metric drv.max_cap_violation_count = 0
INFO  metric cts_tree = yes
INFO  metric portBuffers = around 56
INFO  metric top_layer_used = met4
INFO  metric design.core.area = ~14000 um2
INFO  metric numSynthFlops = 4
INFO  metric grt_pass1_wl = 38200 um
INFO  metric untimed_endpoints = 1
INFO  metric preCtsSetupSlack = 5.56 ns
INFO  metric finalSetupViolCount = 0
INFO  metric slew_violations = 0
INFO  metric static_leakage = between 0.002 and 0.0025 uW
INFO  metric cts_htree_levels = 1
INFO  metric worst_slack = roughly 5.5 ns
INFO  metric syn_inst = about 740
INFO  metric avgSynthCellArea = 7.78 um2
INFO  metric count_of_flip_flops_with_a_built_in_enable_after_synthesis = 0
INFO  metric gr-usage-all-layers = a little over a third
INFO  metric die_w = approximately 120 um
INFO  metric detailroute.wirelength.met2 = 10800 um
INFO  metric design.die.area = 14900 um2
INFO  metric period_needed = around 18 ns
INFO  metric yosys.stat.chipArea = 5750 um2
INFO  metric finalSetupTns = 0 ns
INFO  metric i_o_pin_cnt = 57
INFO  metric floorplan.die.height = 122 um
INFO  metric postCtsSetupBuffers = 0
INFO  metric syn_area = approximately 5700 um2
INFO  metric worst_slew_margin_rel = 26.8%
INFO  metric grt_pass1_vias = between 6000 and 7000
INFO  metric number_of_antenna_violations_at_the_first_check_in_global_routing = 0
INFO  metric synth-main-ff-cell = dfxtp_1
INFO  metric num_rows = 43
INFO  metric route.detailed.drc = 0
INFO  metric route.antenna.diode_count = 0
INFO  metric p_per_area = 34.7 nW/um2
INFO  metric dr.first_iter.drc_count = 812
INFO  metric worst-path-max-fanout = 14
INFO  metric cts_inserted_buffers = 3
INFO  metric grt_max_degree = 73
INFO  metric post-synth-top-area-fraction = 20.5%
INFO  metric clock_tree.root_cell = clkbuf_16
INFO  metric floorplan.initialDensity = between 40% and 50%
INFO  metric design_area = 6450 um2
INFO  metric timing.critical_path.to_type = output pin
INFO  metric warnings = 44
INFO  metric worst_pin_slew = 1.09 ns
INFO  metric ir_drop = around 0.02 mV
INFO  metric met3WireLength = 3800 um
INFO  metric clock_insertion_delay_worst_skew = 0.22 ns
INFO  metric setup.reg_to_reg.worst_slack = 22.73 ns
INFO  metric post_cts.resized_instances = 0
INFO  metric grt_overflow_total = 0
INFO  metric setup.worst_path.start_class = input port
INFO  metric synth-async-reset-ratio = 0%
INFO  metric place.detailed.hpwl = 19200 um
INFO  metric grt_setup_unrepaired = no
INFO  metric areaGrowthSynthToFinish = 12.2%
INFO  metric report.power.total = about 220 uW
INFO  metric gpl.final_weighted_congestion = ~1.1
INFO  metric postCtsHoldBufs = 0
INFO  metric result_of_the_run = finished clean
INFO  metric clkTransAtPathRegs = 0.03 ns
INFO  metric via_count = around 6400
INFO  metric cts.path.max_buffers = 2
INFO  metric share_of_cells_above_drive_strength_1 = around 10%
INFO  metric clock-skew-final = 0 ns
INFO  metric yosys.cell_count.top_type = a21oi_1
INFO  metric critical_path_required = 18.80 ns
INFO  metric hold_viol_final = 0
INFO  metric finalClockPeriodUsage = 76.7%
INFO  metric placed_cell_area = 6370 um2
INFO  metric worst_hold_check_path_type = reg -> reg
INFO  metric clock.fmax = 55.5 MHz
INFO  metric unclocked_pins = 1
INFO  metric detail_route.first_pass.iterations = 6
INFO  metric finalHoldWorstSlack = 0.505 ns
INFO  metric synthesis.yosys.warnings = 2
INFO  metric synth_stat.cells = 739
INFO  metric cp.arrival = 13.33 ns
INFO  metric post_synth_main_area_contributors = fa_1 21%, a21oi_1 6.8%, mux4_2 6.7%
INFO  metric synthDominantAreaCellType = fa_1
INFO  metric worst-setup-path-type = in -> out
[cells in the final DEF, fill, tap and decap left out, types with 21 or more instances in the layout]
| cell | count |
|---|---|
| ha_1 | 24 |
| clkdlybuf4s50_1 | 52 |
| nand2_1 | 45 |
| nor2_1 | 63 |
| inv_1 | 43 |
| a21oi_1 | 78 |
| o21ai_0 | 32 |
| nand3_1 | 21 |
| nand2b_1 | 26 |
| fa_1 | 59 |
| buf_4 | 22 |
[sequential cells by signal (all words and copies together) (netlist names)]
register,count
N_dff.state,1
V_dff.state,1
Z,1
Z_dff.state,1
[metrics by stage]
stage	std cells	util [%]
floorplan	739	-
global placement	933	45.7
detailed placement	933	45.7
CTS	937	46.3
global route	937	46.3
finish	937	46.3
[layer usage]
| layer | vias to the layer above | GRT usage [%] |
|---|---|---|
| li1 | 2794 | - |
| met1 | 3059 | 50.3 |
| met2 | 499 | 51.6 |
| met3 | 70 | 18.1 |
| met4 | 0 | 9.88 |
| met5 | - | 0 |
[cells by family (layout without fill, tap and decap cells)]
family,after synthesis,count (layout),share of synthesized area (%)
AND/OR/NAND/NOR,237,237,20.8
XOR/XNOR,19,19,2.90
multiplexers,51,51,13.0
flip-flops,3,3,1.04
adder cells (fa/ha/maj),83,83,25.8
AND-OR/OR-AND,234,234,27.8
buffers and inverters,111,129,8.42
latches,1,1,0.261
[report_power, final]
group,internal (uW),switching (uW)
clock,22.4,4.44
sequential,5.52,0.165
combinational,78.6,113
total,107,118
[final timing paths]
check,cells after the start,startpoint,to
max,26,ALU_In1[0],ALU_Out[1]
min,2,Z_dff.state,Z_dff.state
max reg2reg,3,N_dff.state,N_dff.state
min reg2reg,2,Z_dff.state,Z_dff.state
[worst max-delay path: stages]
cell	delay [ns]
clkdlybuf4s50_1	0.77
nand2_1	0.19
o21ai_0	0.13
fa_1	0.45
fa_1	0.50
fa_1	0.47
fa_1	0.43
fa_1	0.43
fa_1	0.42
fa_1	0.43
fa_1	0.42
fa_1	0.43
fa_1	0.43
fa_1	0.44
fa_1	0.40
inv_1	0.08
fa_1	0.22
fa_1	0.20
xor2_1	0.08
xnor2_1	0.31
inv_1	0.09
nand2_1	0.14
nand2_1	0.29
a21oi_1	0.38
nor2_1	0.08
clkdlybuf4s50_1	0.42
[area by class of cell]
cell class	count	area [um2]
fill	1345	7480
tap	180	225
multi-input combinational	624	5190
timing repair buffer	78	706
inverter	47	176
clock buffer	4	78.8
sequential	4	75.1
Power figures rest on the tool's default switching activity, not on a simulated workload.
